$ cat ./design.v
module data_memory (  
	input          clk,  
	input   [15:0] mem_access_addr,  
	input   [15:0] mem_write_data,  
	input          mem_write_en,  
	input 			mem_read,
	output  [15:0] mem_read_data  );
	integer i;  
	reg [15:0] ram [255:0]; 
	wire [7 : 0] ram_addr = mem_access_addr[7 : 0];
	initial begin  
		for(i=0;i<256;i=i+1)  
			ram[i] <= 16'd0;  
	end  
	always @(posedge clk) begin  
		if (mem_write_en)  
			ram[ram_addr] <= mem_write_data;  
		end  
	assign mem_read_data = (mem_read==1'b1) ? ram[ram_addr]: 16'd0;   
endmodule   
$ cat ./run.sh
#!/bin/bash
# OpenROAD 26Q1-2900-gdf79404cd8, Yosys 0.63+post, stock flow scripts
make -C /OpenROAD-flow-scripts/flow DESIGN_CONFIG=/design/flow/config.mk WORK_HOME=/design/flow/orfs finish
$ cat ./config.mk
export PLATFORM = sky130hd
export DESIGN_NAME = data_memory
export DESIGN_NICKNAME = data_memory
export VERILOG_FILES = /design/flow/design.v
export SDC_FILE = /design/flow/constraint.sdc
export NUM_CORES = 4
export LEC_CHECK = 1
export CORE_UTILIZATION = 50
$ cat ./constraint.sdc
current_design data_memory

set clk_period 17.8
set clk_io_pct 0.2

create_clock -name clk0 -period $clk_period [get_ports {clk}]

set non_clock_inputs [all_inputs -no_clocks]
set_input_delay [expr $clk_period * $clk_io_pct] -clock clk0 $non_clock_inputs
set_output_delay [expr $clk_period * $clk_io_pct] -clock clk0 [all_outputs]
==> results.sh <==
# implementation run metrics
export IMPL_holdWs_ns=3.04
export IMPL_slew_headroom_pct=34.8
export IMPL_ys_ff=4096
export IMPL_async_flop_share_pct=0
export IMPL_status="completed"
export IMPL_yosys_stat_area_um2=157000
export IMPL_path_class="in2out"
export IMPL_yosysWarnings=1
export IMPL_cp_required_ns=14.24
export IMPL_fin_setup_tns_ns=0
export IMPL_dpl_instance_area_um2=164000
export IMPL_p_per_area_nw_per_um2=113
export IMPL_clock_path_buffers=4
export IMPL_syn_cell_area_um2=157000
export IMPL_syn2layout_area_growth_pct=13.4
export IMPL_drv_cap=0
export IMPL_vias_per_cell=6.08
export IMPL_drcViolationCount=0
export IMPL_syn_area_per_cell_um2=20.6
export IMPL_rsz0062_at_grt="no"
export IMPL_ys_types=51
export IMPL_postCtsSetupRepairBufs=0
export IMPL_h_tree_depth=5
export IMPL_p_total_w=0.0201
export IMPL_syn_inst=7620
export IMPL_first_iter_violations=5119
export IMPL_crit_path_frequent_cell="buf_4"
export IMPL_antenna_found_initial=10
export IMPL_logic_area_um2=31900
export IMPL_topCellsByArea="edfxtp_1, mux4_2, mux2i_1, a22oi_1, o22ai_1"
export IMPL_ant_nets=0
export IMPL_period_minus_slack_ns=12.77
export IMPL_tightest_slew_ns=0.978
export IMPL_crit_path_start_kind="input pin"
export IMPL_max_stage_delay_ns=0.75
export IMPL_fin_crit_sh_pct=71.7
export IMPL_grtUsageTotal_pct=29.0
export IMPL_fill_cells=22453
export IMPL_grt_pass1_wl_um=575000
export IMPL_critPathTopFamily="buffers and inverters"
export IMPL_largest_reg_flops=4096
export IMPL_largestRegisters="ram: 4096 flops"
export IMPL_ys_seq_share_pct=78.4
export IMPL_cp_arrival_ns=9.21
export IMPL_flop_area_um2=123000
export IMPL_grt_max_degree=118
export IMPL_die_w_um=562
export IMPL_ys_cells=7620
export IMPL_clkSlewWorstSetupHoldPaths_ns=0.06
export IMPL_port_buffers=42
export IMPL_ctsResizeCount=0
export IMPL_fmax_mhz=78.3
export IMPL_edf_count=4096
export IMPL_fin_area_um2=178000
export IMPL_avgRoutedWirePerCell_um=31.8
export IMPL_cp_end_kind="primary output"
export IMPL_cts_tree="built"
export IMPL_die_area_um2=316000
export IMPL_grt_pass1_vias=82079
export IMPL_wl_um=400000
export IMPL_setup_viol=0
export IMPL_worstPathCellList="buf_8 -> buf_4 -> nor2b_4 -> buf_4 -> buf_4 -> buf_4 -> buf_4 -> a22oi_1 -> nand3_1 -> nand4_1 -> o21ai_0 -> a32oi_1 -> clkdlybuf4s50_1"
export IMPL_hpwl_um=235000
export IMPL_largest_register="ram"
export IMPL_cts_buffers=417
export IMPL_path_max_fanout=48
export IMPL_die_y_um=562
export IMPL_grt_overflow=0
export IMPL_core_area_um2=312000
export IMPL_drtPass1Iterations=6
export IMPL_synth_top_area_share_pct=78.4
export IMPL_cts_sinks=4096
export IMPL_cts_root_buf="clkbuf_16"
export IMPL_ir_worst_vdd_mv=0.0841
export IMPL_layout_drive_gt1_share_pct=21.0
export IMPL_leakage_nw=57.6
export IMPL_fp_utilization_pct=50.3
export IMPL_rows=205
export IMPL_hold_viol=0
export IMPL_ys_flop_type="edfxtp_1"
export IMPL_postCtsHoldBufs=0
export IMPL_synth_area_leader_cell="edfxtp_1"
export IMPL_openroad_warnings=38
export IMPL_place_congestion=0.949
export IMPL_cp_slowest_cell="o21ai_0"
export IMPL_slew_viol_final=0
export IMPL_vias=76588
export IMPL_crit_buf_inv=7
export IMPL_hold_path_class="in2reg"
export IMPL_io_pins=51
-- final timing paths --
check | from | endpoint | slack [ns] | cells after the start
hold / removal | mem_write_data[1] | ram[15][1] | 3.04 | 1
setup / recovery | mem_access_addr[0] | mem_read_data[5] | 5.03 | 13
-- cells in the mapped netlist (all sizes together), types with 3 or more instances --
cell,instances
a222oi,15
nor2b,10
a211o,14
and2,11
a21oi,82
edfxtp,4096
or3,4
nor2,269
o2111ai,3
a221oi,135
o22ai,192
inv,16
mux2,31
a22oi,239
or4,44
a31oi,49
o21ai,90
nand3,81
clkbuf,194
mux2i,888
nand4b,3
o221ai,15
buf,271
nand2,133
a22o,14
nand4,51
mux4,582
nand4bb,3
a32oi,17
nor4,7
nor3,32
and3,4
nand2b,10
-- area by class of cell --
type                       instances  share of cell area [%]
sequential                      4096                    69.2
multi-input combinational       3043                    17.9
clock buffer                     501                    6.12
tap                             4140                    2.91
timing repair buffer             523                    2.37
clock inverter                   260                    1.43
inverter                          16                  0.0338
antenna                            8                  0.0113
-- cells in the final DEF (no fill, tap or decap), drive strengths merged, types with 11 or more instances in the layout --
cell           Yosys  final
clkinv             0    188
a22o              14     14
mux4             582    582
edfxtp          4096   4096
nor2             269    269
a32oi             17     17
nand3             81     81
or4               44     44
a211o             14     14
bufinv             0     42
and2              11     11
a21oi             82     82
o22ai            192    192
o21ai             90     90
clkdlybuf4s50      0     21
mux2              31     31
nand4             51     51
clkbuf           194    502
o221ai            15     15
a31oi             49     49
a22oi            239    239
a221oi           135    135
mux2i            888    888
nor3              32     32
clkinvlp           0     14
inv               16     32
buf              271    501
a222oi            15     15
nand2            133    133
-- power by group --
| group | switching (W) | total (W) | internal [W] |
|---|---|---|---|
| clock | 0.00358 | 0.00854 | 0.00496 |
| combinational | 0.000609 | 0.000891 | 0.000282 |
| sequential | 0.00000421 | 0.0106 | 0.0106 |
-- per-stage QoR --
stage          worst slack (ns)  util, %  instances
6_report                   5.03     57.0      12587
5_1_grt                    4.67     57.0      12580
4_1_cts                    4.89     57.0      12579
3_5_place_dp               4.91     52.7      11818
3_3_place_gp               4.92     52.7      11818
2_1_floorplan              8.64        -       7620
-- routing by layer --
layer | part of all wire (%) | routed length [um] | global-route usage, % | vias to the layer above
met2 | 47 | 186000 | 40.8 | 4325
met4 | 4.2 | 16700 | 8.80 | 10
met3 | 17 | 68700 | 21.3 | 688
met5 | 0.10 | 402 | 1.43 | -
li1 | - | - | - | 32836
met1 | 32 | 128000 | 37.9 | 38729
-- logic make-up after synthesis --
logic type / Yosys count / synth area share [%]
buffers and inverters: 481 / 1.43
flip-flops: 4096 / 78.4
multiplexers: 1501 / 14.2
AND-OR/OR-AND: 874 / 3.91
AND/OR/NAND/NOR: 668 / 1.99
No activity file was given, so power comes from the tool's default toggle rates.
