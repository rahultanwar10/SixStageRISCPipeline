## design/flow/design.v

```verilog
module instr_mem (  
	input     		[15:0]  pc,  
	output wire    [15:0]  instruction );  
	wire [6:0] rom_addr = {1'b0,pc[6:1]};  
	reg [15:0] rom[0:2**6];  
	initial begin     
	rom[0]  = 16'b1011_011_000_000_1_11;  
	rom[1]  = 16'b0001_001_101_100_0_00;  
	rom[2]  = 16'b0001_001_101_101_0_00;  
	rom[3]  = 16'b0001_001_010_100_0_11;  
	rom[4]  = 16'b0000_001_101_000001;    
	rom[5]  = 16'b0000_001_101_111111;    
	rom[6]  = 16'b0001_001_011_100_0_10;  
	rom[7]  = 16'b0010_001_011_010_0_00;  
	rom[8]  = 16'b0010_001_011_100_0_01;  
	rom[9]  = 16'b0001_001_011_100_0_01;  
	rom[10] = 16'b0001_011_110_101_0_00;  
	rom[11] = 16'b0010_001_011_100_0_10;  
	rom[12] = 16'b0011_100_000_000_0_01;  
	rom[13] = 16'b0001_001_011_100_0_00;  
	rom[14] = 16'b0001_100_001_101_0_00;  
	rom[15] = 16'b0001_100_001_010_0_00;  
	rom[16] = 16'b0001_100_001_011_0_00;  
	rom[17] = 16'b0001_001_101_100_0_00;  
	rom[18] = 16'b0001_001_011_101_0_00;  
	rom[19] = 16'b0001_001_011_010_0_00;  
	end  
	assign instruction = (pc[15:0] < 32 )? rom[rom_addr[3:0]]: 16'd0;  
 endmodule
```

## design/flow/run.sh

```bash
#!/bin/bash
# OpenROAD 26Q1-2900-gdf79404cd8, Yosys 0.63+post, stock flow scripts
make -C /OpenROAD-flow-scripts/flow DESIGN_CONFIG=/design/flow/config.mk WORK_HOME=/design/flow/orfs finish
```

## design/flow/config.mk

```make
export PLATFORM = sky130hd
export DESIGN_NAME = instr_mem
export DESIGN_NICKNAME = instr_mem
export VERILOG_FILES = /design/flow/design.v
export SDC_FILE = /design/flow/constraint.sdc
export NUM_CORES = 4
export LEC_CHECK = 1
export CORE_AREA = 10 10 70 70
export DIE_AREA = 0 0 80 80
```

## design/flow/constraint.sdc

```tcl
current_design instr_mem

set clk_period 2.1
set clk_io_pct 0.2

create_clock -name clk0 -period $clk_period

set non_clock_inputs [all_inputs -no_clocks]
set_input_delay [expr $clk_period * $clk_io_pct] -clock clk0 $non_clock_inputs
set_output_delay [expr $clk_period * $clk_io_pct] -clock clk0 [all_outputs]
```

==> flow_metrics.env <==
# physical design summary
export IMPL_antenna_found_initial=0
export IMPL_first_pass_iters=4
export IMPL_vdd_ir_drop_max_mv=0.0604
export IMPL_synthesis_area_um2=443
export IMPL_power_mw=0.140
export IMPL_port_buffers=30
export IMPL_groute_usage_overall_pct=5.89
export IMPL_dpl_cell_area_um2=905
export IMPL_place_hpwl_um=1460
export IMPL_ioPinCount=32
export IMPL_outcome="finished, final reports clean"
export IMPL_setup_violations=0
export IMPL_chipWidth_um=80
export IMPL_holdWs_ns=1.35
export IMPL_die_y_um=80
export IMPL_grt_max_degree=10
export IMPL_arrival_ns=1.62
export IMPL_slowest_stage="nor4_4"
export IMPL_rsz0062_at_grt="false"
export IMPL_path_depth=7
export IMPL_crit_required_ns=1.68
export IMPL_final_clkbuf_count=0
export IMPL_area_growth_pct=148
export IMPL_antenna_cells=0
export IMPL_dpl_cell_count=152
export IMPL_crit_fanout=6
export IMPL_via_per_inst=3.96
export IMPL_final_setup_worst_slack_ns=0.0588
export IMPL_gp_congestion=0.862
export IMPL_warnings=38
export IMPL_routed_wirelength_um=1990
export IMPL_maxSlewViolCount=0
export IMPL_holdPathStages=6
export IMPL_yosys_area_um2=443
export IMPL_fin_area_um2=1100
export IMPL_fp_util_pct=13.0
export IMPL_fin_util_pct=32.2
export IMPL_post_synth_cell_area_avg_um2=7.03
export IMPL_crit_buf_inv=4
export IMPL_path_delay_family="buffers and inverters"
export IMPL_ys_seq_share_pct=0
export IMPL_ys_cells=63
export IMPL_grt_overflow=0
export IMPL_end_kind="output pin"
export IMPL_dp_slack_ns=-0.673
export IMPL_post_route_period_util_pct=97.2
export IMPL_flop_area_um2=0
export IMPL_synthDistinctLibCells=28
export IMPL_powerDensity_nw_per_um2=127
export IMPL_crit_start="pc[7]"
export IMPL_drv_cap=0
export IMPL_drtIter0Drc=13
export IMPL_slowest_delay_ns=0.26
export IMPL_critPathLaunchType="primary input"
export IMPL_hold_viol=0
export IMPL_synthCells=63
export IMPL_detail_route_antenna_nets=0
export IMPL_tns_ns=0
export IMPL_fmax_mhz=490
export IMPL_crit_type="in -> out"
export IMPL_stdcell_count=166
export IMPL_die_area_um2=6400
export IMPL_flop_count=0
export IMPL_vias=657
export IMPL_min_period_ns=2.04
export IMPL_crit_path_end="instruction[7]"
export IMPL_core_area_um2=3420
export IMPL_grt_pass1_vias=692
export IMPL_row_count=21
export IMPL_hp_class="in -> out"
export IMPL_drc=0
export IMPL_p_leak_nw=0.492
export IMPL_routedWlPerCell_um=12.0
export IMPL_crit_chain="clkdlybuf4s15_2, nor4_4, nand3_4, buf_6, buf_4, nor3_2, buf_2"
export IMPL_drive_above_1_share_pct=65.8
export IMPL_yosysWarnings=1
export IMPL_grt_pass1_wl_um=3230
export IMPL_holdBufCountCts=0
[timing repair]
action | 4_1_cts | 5_1_grt
pin swaps | 10 | 5
endpoints found under the setup margin | 15 | 11
buffers inserted | 13 | 0
cloned | 1 | 0
resized | 97 | 12
[cell type report]
cell class / count / area [µm²]
Multi-Input combinational cell: 54 / 522
Tap cell: 46 / 57.6
Timing Repair Buffer: 63 / 508
Fill cell: 366 / 2320
Inverter: 3 / 11.3
[logic make-up after synthesis]
logic type	count (synthesis)	share of synthesized area [%]
buf+inv	9	11.3
compound gates	15	26.0
other cells	1	0.847
mux	2	4.80
simple gates	30	41.0
fa+ha+maj	5	14.1
xor+xnor	1	1.98
[worst min-delay path by stage]
stage / startpoint / endpoint / slack (ns)
finish: pc[5] / instruction[6] / 1.35
global route: pc[5] / instruction[6] / 1.37
CTS: pc[5] / instruction[6] / 1.35
[placed cells by master (no fill, tap or decap), types with 3 or more instances in the layout]
cell type	instances
nand2_1	6
buf_2	12
nor2_1	5
buf_6	11
clkdlybuf4s15_1	5
a21oi_1	3
dlygate4sd2_1	8
a211oi_2	4
buf_4	22
nor3_2	4
clkbuf_2	3
[cell usage after synthesis]
cell / n / area share, %
a211oi_1: 2 / 3.4
a211oi_2: 3 / 8.5
a21o_1: 1 / 1.7
a21oi_1: 4 / 4.5
a221oi_1: 1 / 2.0
a311oi_1: 1 / 2.0
and4_2: 1 / 2.3
buf_2: 4 / 4.5
buf_4: 1 / 1.7
buf_6: 1 / 2.5
conb_1: 1 / 0.85
ha_1: 5 / 14
inv_1: 3 / 2.5
mux2_2: 1 / 2.5
mux2i_1: 1 / 2.3
nand2_1: 6 / 5.1
nand2b_1: 2 / 2.8
nand3_2: 1 / 2.3
nor2_1: 7 / 5.9
nor2b_1: 3 / 4.2
nor3_1: 3 / 3.4
nor3_2: 2 / 4.5
nor3b_1: 2 / 3.4
nor4_2: 2 / 5.6
o21a_1: 1 / 1.7
o21ai_0: 2 / 2.3
or2_2: 1 / 1.4
xnor2_1: 1 / 2.0
[where the power goes]
group          total [mW]  internal, mW  switching, mW
logic               0.140        0.0737         0.0661
clock network           0             0              0
registers               0             0              0
total               0.140        0.0737         0.0661
[metal layers]
layer / vias to the layer above / share of wire [%] / GRT usage, %
met2: 9 / 51 / 10.8
li1: 336 / - / -
met5: - / 0 / 0
met3: 0 / 3.6 / 0.568
met4: 0 / 0 / 0
met1: 312 / 45 / 7.58
Power is estimated from default activity; no workload was simulated.
