File: flow/design.v
module register_file (rst, clk, reg_write_en_1, reg_write_en_2, reg_write_dest, reg_write_data_1, reg_write_data_2, reg_read_addr_1, reg_read_data_1, reg_read_addr_2, reg_read_data_2, r7); 
	input		  		rst,clk,reg_write_en_1, reg_write_en_2;  
	input  [ 2:0] 	reg_write_dest;
	input  [15:0] 	reg_write_data_1;  
	input  [15:0] 	reg_write_data_2;
	input  [ 2:0] 	reg_read_addr_1; 
	output [15:0] 	reg_read_data_1;   
	input  [ 2:0] 	reg_read_addr_2;  
	output [15:0] 	reg_read_data_2;
	output reg [15:0]	r7;
	reg    [15:0] 	reg_array [0:6]; 
	reg	 [15:0]  reg_array7;	 
	always @ (*) begin	  
		if(rst) begin  
			reg_array[0] <= 16'h0000;  
			reg_array[1] <= 16'h0002;  
			reg_array[2] <= 16'h0003;  
			reg_array[3] <= 16'h0004;  
			reg_array[4] <= 16'h0005;  
			reg_array[5] <= 16'h0006;  
			reg_array[6] <= 16'hFFFF;       
		end  
		else begin  
			if(reg_write_en_1 == 1'b1) begin  
				reg_array[reg_write_dest] <= reg_write_data_1;  
			end  
		end  
	end  
	always@(posedge clk) begin
		if(rst) begin  
			reg_array7 <= 16'h0000;       
		end  
		else begin
			reg_array7 <= reg_array7 + 2;
			r7 = reg_array7;
			if((reg_write_en_1 == 1'b1) & (reg_write_dest == 3'b111)) begin  
				reg_array7 <= reg_write_data_1;  
			end
			else if(reg_write_en_2 == 1'b1) begin
				reg_array7 <= reg_write_data_2;
			end
		end
	end
	assign reg_read_data_1 = ( reg_read_addr_1 == 0)? 16'b0 : reg_array[reg_read_addr_1];  
	assign reg_read_data_2 = ( reg_read_addr_2 == 0)? 16'b0 : reg_array[reg_read_addr_2];
endmodule   
File: flow/run.sh
#!/bin/bash
# OpenROAD 26Q1-2900-gdf79404cd8, Yosys 0.63+post, stock flow scripts
make -C /OpenROAD-flow-scripts/flow DESIGN_CONFIG=/design/flow/config.mk WORK_HOME=/design/flow/orfs finish
File: flow/config.mk
export PLATFORM = sky130hd
export DESIGN_NAME = register_file
export DESIGN_NICKNAME = register_file
export VERILOG_FILES = /design/flow/design.v
export SDC_FILE = /design/flow/constraint.sdc
export NUM_CORES = 4
export LEC_CHECK = 1
export CORE_UTILIZATION = 30
File: flow/constraint.sdc
current_design register_file

set clk_period 4.9
set clk_io_pct 0.2

create_clock -name clk0 -period $clk_period [get_ports {clk}]

set non_clock_inputs [all_inputs -no_clocks]
set_input_delay [expr $clk_period * $clk_io_pct] -clock clk0 $non_clock_inputs
set_output_delay [expr $clk_period * $clk_io_pct] -clock clk0 [all_outputs]
==> results.json <==
{
  "status": "finished clean",
  "h-tree-depth": 2,
  "slew_headroom_pct": 48.0,
  "hold_buffers": 0,
  "cts.path.max_buffers": 2,
  "syn_inst": 587,
  "finalCriticalPeriod_ns": 4.44,
  "hold_viol_final": 0,
  "setup_viol": 0,
  "worstMarginPinSlew_ns": 0.778,
  "cts_buffers": 5,
  "worstPathArrival_ns": 3.46,
  "switchingPower_mw": 0.295,
  "ir_worst_vdd_mv": 0.143,
  "critPathKind": "input port to output pin",
  "yosys_cells": 587,
  "vias": 4682,
  "ant_nets": 0,
  "grt_pass1_wl_mm": 24.2,
  "synthTopCellsByCount": "96 x dlxtn_1, 48 x o21ai_0, 41 x a21oi_1",
  "totalWireLength_mm": 15.4,
  "untimed_endpoints": 96,
  "dpl_cell_area_um2": 6240,
  "grt_pass1_vias": 4565,
  "internal_power_mw": 0.734,
  "power_mw": 1.03,
  "dp_hpwl_mm": 11.2,
  "routed_via_density": 5.29,
  "design_area_um2": 6380,
  "top_cell": "dlxtn_1",
  "fp_util_pct": 31.2,
  "yosysUniqueCellTypes": 52,
  "largest_area_cell": "dlxtn_1",
  "setup_tns_ns": 0,
  "die_w_um": 132,
  "leakagePower_nw": 2.52,
  "cap_violations": 0,
  "cts_root_buf": "clkbuf_16",
  "tritoncts": "done",
  "fillers": 1574,
  "placed_cells": 877,
  "cp-end-kind": "output pin",
  "drtIter0Drc": 334,
  "synth-edff-count": 16,
  "min_period_over_period_pct": 90.6,
  "placeableCoreArea_um2": 16100,
  "unclocked_regs": 96,
  "synth_flops": 128,
  "min_path_type": "register to register",
  "seqPwrFrac_pct": 38.0,
  "worstPathCellList": "clkdlybuf4s50_1 -> clkinv_1 -> nor3_1 -> a32oi_1 -> a221oi_1 -> clkdlybuf4s50_1",
  "seq_area_um2": 2240,
  "cts_setup_buffers": 0,
  "max_freq_mhz": 225,
  "slowest_stage": "clkdlybuf4s50_1",
  "power_frac_comb_pct": 32.7,
  "top_cells_by_area": "dlxtn_1 29%, edfxtp_1 9.5%, mux2i_1 6.6%",
  "port_buffers": 92,
  "clkPwrFrac_pct": 29.3,
  "crit_top_cell": "clkdlybuf4s50_1",
  "wl_per_cell_um": 17.3,
  "dieArea_um2": 17300,
  "die_h_um": 132,
  "critPathLaunchType": "input port",
  "synth_warnings": 2,
  "insertion_delay_ns": 0.27,
  "flop_cell": "dlxtn_1",
  "path_clk_slew_ns": 0.05,
  "drc_errors": 0,
  "finalNonFillerCells": 885,
  "grt_overflow": 0,
  "antennaDiodeCount": 0,
  "drive_gt1_share_pct": 10.5,
  "antenna_found_initial": 0,
  "critPathMaxStageDelay_ns": 0.79,
  "critPathMaxFanout": 14,
  "p_per_area_nw_per_um2": 161,
  "synth_area_um2": 5030,
  "placementRows": 46,
  "drv_slew": 0,
  "pin_count": 93,
  "gp_congestion": 0.901,
  "dr.pass1.iters": 5,
  "top_area_share_pct": 28.6,
  "hold_ws_ns": 0.437,
  "avgSynthCellArea_um2": 8.57,
  "synthArstFlopShare_pct": 0,
  "warnings": 25,
  "sw_frac_of_total_pct": 28.6,
  "grt_max_degree": 39,
  "ys_area_um2": 5030,
  "cp_data_required_time_ns": 3.92,
  "cts_resized": 0,
  "rsz0062_at_grt": "false",
  "syn2layout_area_growth_pct": 26.9,
  "fin_skew_ns": 0.00532,
  "grt_util_all_layers_pct": 18.1,
  "logic_area_um2": 2570
}
[final cells by class]
class,instances,share of cell area (%)
inverters,15,0.882
multi-input cells,402,40.3
clock inverters,1,0.0588
clock buffers,7,2.23
repair buffers,116,17.2
flip-flops and latches,128,35.1
well taps,216,4.23
[critical path, delay by kind of cell]
kind	cells	cell delay [ns]
AOI/OAI and AO/OA	2	0.39
buffers and inverters	3	1.70
and+or+nand+nor	1	0.37
[power by group through the flow]
stage | combinational [mW] | sequential (mW) | clock, mW
CTS | 0.337 | 0.391 | 0.308
finish | 0.336 | 0.391 | 0.302
global route | 0.366 | 0.395 | 0.323
[routing by layer]
layer	wire [µm]	GRT usage (%)
met1	7180	26.9
met2	6800	27.5
met4	312	3.75
met3	1060	3.86
met5	0	0
[cells by family after synthesis]
| logic type | count (synthesis) | synth area share, % |
|---|---|---|
| latches | 96 | 28.6 |
| mux | 43 | 8.80 |
| simple gates | 182 | 19.1 |
| buf+inv | 57 | 4.87 |
| fa+ha+maj | 1 | 0.249 |
| xor+xnor | 9 | 1.57 |
| flops | 32 | 15.9 |
| compound gates | 167 | 20.8 |
[worst paths after layout]
check | from | endpoint | slack [ns] | cells after the start
setup / recovery | reg_read_addr_1[1] | reg_read_data_1[6] | 0.46 | 6
hold / removal | reg_array7[0] | r7[0] | 0.44 | 0
setup reg to reg | reg_array7[1] | reg_array7[11] | 3.12 | 5
hold reg to reg | reg_array7[0] | r7[0] | 0.44 | 0
[metrics by stage]
stage / setup WS (ns) / utilization (%)
floorplan: 2.06 / -
global route: 0.263 / 39.6
global placement: 0.516 / 38.7
CTS: 0.454 / 39.6
detailed placement: 0.454 / 38.7
finish: 0.461 / 39.6
[placed cells by master, fill, tap and decap left out, types with 2 or more instances in the layout]
cell type,instances
clkinv_1,2
a22oi_1,19
o32ai_1,2
o211ai_1,4
nand3_1,31
a31oi_1,11
nor3b_1,2
o22a_1,4
edfxtp_1,16
a221oi_1,12
a21oi_1,40
a21o_1,2
o22ai_1,6
nor4_4,2
dlxtn_1,96
o21ai_0,48
xnor2_1,9
dfxtp_1,16
o221ai_1,2
clkdlybuf4s50_1,91
a32oi_1,5
or2_2,16
mux2_2,10
nand3b_1,4
clkbuf_16,5
nor2b_1,25
nand4_1,3
a31oi_2,4
inv_1,14
nand2_1,37
mux2i_1,33
nor2_1,33
buf_4,24
nand2b_1,9
nor3_1,11
[sequential cells by signal (all words and copies together), names as in the netlist]
| signal | flops |
|---|---|
| r7 | 16 |
| reg_array7 | 16 |
| reg_array | 96 |
